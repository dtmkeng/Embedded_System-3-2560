## design/flow/config.mk

```make
export PLATFORM = sky130hd
export DESIGN_NAME = test_Data
export DESIGN_NICKNAME = test_Data
export VERILOG_FILES = /design/flow/design.v
export SDC_FILE = /design/flow/constraint.sdc
export NUM_CORES = 4
export LEC_CHECK = 1
export CORE_UTILIZATION = 40
```

## design/flow/constraint.sdc

```tcl
current_design test_Data

set clk_period 5.5
set clk_io_pct 0.2

create_clock -name clk0 -period $clk_period [get_ports {Clk_50MHz}]

set non_clock_inputs [all_inputs -no_clocks]
set_input_delay [expr $clk_period * $clk_io_pct] -clock clk0 $non_clock_inputs
set_output_delay [expr $clk_period * $clk_io_pct] -clock clk0 [all_outputs]
```

## design/flow/design.v

```verilog
`timescale 1ns / 1ps
module test_Data(input Clk_50MHz, rstCount, output [31:0] oData);
 reg [31:0] cCounter;
 reg [31:0] roData;
 always@(posedge Clk_50MHz or negedge rstCount) begin
 if(rstCount==0)
 roData <= 0;
 else begin
 cCounter <= cCounter + 1'b1;
 if ( cCounter == 1_250_000) begin
 cCounter <= 0;
 roData <= roData + 1'b1;
 end
 end
 end
 assign oData = roData;
endmodule 
```

## design/flow/run.sh

```bash
#!/bin/bash
# OpenROAD 26Q1-2900-gdf79404cd8, Yosys 0.63+post, stock flow scripts
make -C /OpenROAD-flow-scripts/flow DESIGN_CONFIG=/design/flow/config.mk WORK_HOME=/design/flow/orfs finish
```

==> qor.yml <==
global_routing:
  grt.total_usage: 0.164
  grt_start_max_net_pins: 47
  grt_pass1_wl_um: 10700
  grt_overflow_total: 0
  grt_pass1_vias: 2213
  antenna_found_initial: 0
floorplanning:
  die_area_mm2: 0.00853
  die_x_um: 92.4
  initCoreUtil: 0.418
  dieHeight_um: 92.4
  num_rows: 32
  pin_count: 34
  core_mm2: 0.00781
synthesis:
  yosysTopAreaCell: "edfxtp_1"
  async_flop_share: 0.500
  edf_count: 32
  yosys-stat-cells: 275
  syn_area_mm2: 0.00327
  top_area_frac: 0.294
  ys_seq_frac: 0.539
  yosysWarnings: 1
  ys_top_cells_by_count: "49 x xnor2_1, 32 x dfrtp_1, 32 x edfxtp_1, 28 x nand3_1, 24 x nand2_1"
  top_cell: "xnor2_1"
  ys_seq_elements: 64
  ff_type: "edfxtp_1"
  ys_chip_area_mm2: 0.00327
  syn-instance-count: 275
  syn_avg_cell_area_um2: 11.9
  topCellsByArea: "edfxtp_1 29%, dfrtp_1 25%, xnor2_1 13%, nand3_1 4.3%, nand4_1 4.2%"
  synth.distinct_cells: 30
cts:
  clock_sinks: 64
  root_buffer: "clkbuf_8"
  numCtsBuffers: 9
  post_cts_resized: 0
  clk_path_buf_depth: 2
  post_cts_buffers: 0
  cts_tree: "yes"
  cts_htree_levels: 3
  clkLatencyLatePin_ns: 0.33
  holdBufCountCts: 0
  path_clk_slew_ns: 0.07
worst_setup_path:
  worstPathArrival_ns: 1.31
  crit_chain: "clkdlybuf4s50_1"
  rr_startpoint: "cCounter[0]$_SDFFCE_PN0P_"
  r2r_end: "roData[13]$_DFFE_PN0N_"
  worstPathRequired_ns: 4.40
  worstPathMaxFanout: 6
  crit_start: "roData[10]$_DFFE_PN0N_"
  critical_path_class: "reg -> out"
  cp_slowest_stage_delay_ns: 0.51
  endpoint_kind: "primary output"
  path_buffers: 1
  crit_family: "buffers and inverters"
  start_kind: "flip-flop"
  r2r_slack_ns: 3.20
  critPathSlowestCell: "clkdlybuf4s50_1"
  r2r_cells: 7
sta:
  finalSetupViolCount: 0
  worstMarginPinSlew_ns: 0.610
  hold_violations: 0
  clock_skew_ns: 0.00898
  final_max_slew_viol_count: 0
  tns_ns: 0
  max_freq_mhz: 415
  fin_crit_sh: 0.438
  min_period_ns: 2.41
  slew_headroom: 0.590
  rsz0062_at_grt: "false"
  whs_ns: 0.482
power:
  p_leak_nw: 1.45
  ir_worst_vdd_uv: 120
  p_per_area_mw_per_mm2: 261
placed_design:
  portBuffers: 33
  routabilityCongestion: 0.845
  place_inst: 409
  hpwl_um: 4180
drt:
  drc: 0
  vias: 2197
  wire_per_inst_um: 14.6
  n_antenna_cell: 0
  dr.pass1.iters: 4
  drtIter0Drc: 87
  viasPerCell: 5.17
  finalWirelength_um: 6210
  drtAntennaViolNets: 0
final_layout:
  fillerInstances: 688
  regArea_mm2: 0.00176
  layoutNonFillerInstCount: 425
  logic_area_mm2: 0.00147
  syn2layout_area_growth_pct: 20.4
  drive_gt1_frac: 0.0960
outcome:
  status: "finished clean"
hold_path:
  holdPathStages: 1
  worstHoldStart: "roData[31]$_DFFE_PN0N_"
  worstHoldPathType: "reg -> reg"
  hold_end: "roData[31]$_DFFE_PN0N_"
run:
  maxCapViolCount: 0
  log.warning_count: 26
==> state kept, by name (all words and copies together), names as in the netlist <==
| signal | flops |
|---|---|
| cCounter | 32 |
| roData | 32 |
==> through the flow <==
stage          setup slack (ns)  area, µm²  utilization  power [W]
3_5_place_dp               3.03       3710        0.476   0.000593
3_3_place_gp               3.03       3710        0.476   0.000592
5_1_grt                    2.98       3930        0.504    0.00107
4_1_cts                    3.08       3930        0.504    0.00104
6_report                   3.09       3930        0.504    0.00103
2_1_floorplan              3.50       3270            -   0.000574
==> cells by family (layout without fill, tap and decap cells) <==
kind of cell             Yosys count  count (layout)  share of synthesized area
buffers and inverters              6              54                    0.00996
multiplexers                       1               1                    0.00345
adder cells (fa/ha/maj)            3               3                     0.0115
XOR/XNOR                          61              61                      0.164
AND/OR/NAND/NOR                  140             140                      0.272
flip-flops                        64              64                      0.539
==> worst reg2reg max path, delay by kind of cell (launching register included) <==
kind,cells,cell delay [ns]
fa+ha+maj,1,0.14
simple gates,4,1.34
flops,1,0.46
xor+xnor,1,0.15
buf+inv,1,0.10
==> report_power, final <==
part	internal, W	leakage [nW]	switching [W]
combinational	0.0000159	0.580	0.0000210
sequential	0.000524	0.761	0.0000211
clock	0.000265	0.114	0.000180
==> layout by cell type (no fill, tap or decap), types with 10 or more instances in the layout <==
cell and count:
xnor2_1 49, edfxtp_1 32, clkdlybuf4s50_1 32, dfrtp_1 32, nand3_1 28, nand2_1 24, nand4_1 22, nor2_1 17
xor2_1 12, clkbuf_8 10
==> layout make-up <==
| cell class | instances | area share |
|---|---|---|
| clock inverters | 6 | 0.0210 |
| flip-flops and latches | 64 | 0.448 |
| clock buffers | 10 | 0.0350 |
| multi-input cells | 205 | 0.374 |
| repair buffers | 35 | 0.0865 |
| inverters | 3 | 0.00286 |
| well taps | 102 | 0.0324 |
==> metal layers <==
layer	wire [µm]	share of wire	vias up	GRT usage
met3	252	0.041	9	0.0351
li1	-	-	1098	-
met4	85	0.014	0	0.0247
met1	3210	0.52	1054	0.285
met2	2670	0.43	36	0.230
met5	0	0	-	0
==> worst max-delay path by stage <==
stage | end | slack (ns) | depth (start not counted)
after CTS | oData[10] | 3.08 | 1
after global routing | roData[13]$_DFFE_PN0N_ | 2.98 | 7
final | oData[10] | 3.09 | 1
Power and IR drop assume default switching activity.
