==> flow/design.v <==
`timescale 1ns / 1ps
module Drive_74595(Clock, Data_In, Shift, Latch, Data_Out);
input Clock;
input [7:0] Data_In;  
output Shift;  
output Latch;  
output Data_Out;  
reg [7:0] Clk_Count;  
reg R_Shift, R_Latch, R_DataO;
parameter nBit = 8;  
always @ ( posedge Clock ) begin
 Clk_Count <= Clk_Count + 1;
 if( Clk_Count > (2*nBit + 4)) begin
 Clk_Count <= 0;
 end
 if((Clk_Count < 2*nBit) && ((Clk_Count%2) == 0)) begin
 R_Shift <= 0;
 R_Latch <= 0;
 R_DataO <= Data_In[Clk_Count/2];
 end
 if((Clk_Count < 2*nBit) && ((Clk_Count%2) == 1)) begin
 R_Shift <= 1;
 R_Latch <= 0;
 R_DataO <= Data_In[Clk_Count/2];
 end
 if(Clk_Count == (2*nBit)) begin
 R_Shift <= 0;
 R_Latch <= 0;
 R_DataO <= 0;
 end
 if(Clk_Count == (2*nBit+1)) begin
 R_Shift <= 0;
 R_Latch <= 1;
 R_DataO <= 0;
 end
end
assign Shift = R_Shift;
assign Latch = R_Latch;
assign Data_Out = R_DataO;
endmodule
==> flow/run.sh <==
#!/bin/bash
# OpenROAD 26Q1-2900-gdf79404cd8, Yosys 0.63+post, stock flow scripts
make -C /OpenROAD-flow-scripts/flow DESIGN_CONFIG=/design/flow/config.mk WORK_HOME=/design/flow/orfs finish
==> flow/config.mk <==
export PLATFORM = sky130hd
export DESIGN_NAME = Drive_74595
export DESIGN_NICKNAME = Drive_74595
export VERILOG_FILES = /design/flow/design.v
export SDC_FILE = /design/flow/constraint.sdc
export NUM_CORES = 4
export LEC_CHECK = 1
export CORE_AREA = 10 10 70 70
export DIE_AREA = 0 0 80 80
==> flow/constraint.sdc <==
current_design Drive_74595

set clk_period 2.2
set clk_io_pct 0.2

create_clock -name clk0 -period $clk_period [get_ports {Clock}]

set non_clock_inputs [all_inputs -no_clocks]
set_input_delay [expr $clk_period * $clk_io_pct] -clock clk0 $non_clock_inputs
set_output_delay [expr $clk_period * $clk_io_pct] -clock clk0 [all_outputs]
==> out/qor.txt <==
Crit-path slowest cell: clkdlybuf4s50_1
IO Pins: 12
Worst vdd rail ir drop: 281 µV
Slowest stage delay, CP: 470 ps
Fraction of registers with async set/reset: 0
Ys cells: 49
Synth cell types: 25
Clk pin slew, worst setup/hold paths: 70 ps
Clock latency (worst-skew pair): 260 ps
Max cap viols: 0
Dominant flop cell: dfxtp_1
# setup viols final: 0
Routability cong.: 0.686
Unrepaired setup endpoints after global routing: no
Leakage: 0.000233 µW
Area fraction in mux cells: 0.106
Proportion of layout cells with a drive suffix above 1: 0.0938
Leading area contributor after synthesis: dfxtp_1
Final ANT Viol Nets: 0
CTS root buf: clkbuf_4
Most numerous cell in the Yosys netlist: dfxtp_1
Post-CTS setup buffers: 0
Simple share: 0.205
Area grow syn2layout: 35.3%
Synth flops: 11
Clock power frac: 0.343
Cts repair resizes: 0
Post-synthesis chip area from yosys: 518 µm²
Slew Viols, Final: 0
Drc violations: 0
Fmax: 662 MHz
Top cells by area: dfxtp_1 43%, mux4_2 8.7%, ha_1 7.2%
Crit path kind: flop to output port
HPWL after DPL: 796 µm
Pwr dens: 547 nW/µm²
Routed len/inst: 8.92 µm
Min Tclk post-route: 1510 ps
Diode count: 0
FP Rows: 21
Post-synth seq share: 0.425
CTS tree: built
Post-Synth Adder-Cell Area: 0.0725
Worst path cell trace: clkdlybuf4s50_1
Syn_area_per_cell: 10.6 µm²
Num CTS Buffers: 3
Gr usage total: 0.0332
Initial core utilization: 0.152
Initial drt markers: 2
Vias in the first global route: 408
Critical Path AT: 1070 ps
Synth Warn #: 1
Worst setup EP type: output port
Gate Count Post-Synth: 49
Netlist Area Pre-Place: 518 µm²
First-pass GRT wire length: 1770 µm
Largest net degree at the start of global routing: 11
IO buf count: 11
Cycle use final: 0.687
Top logic family: simple AND/OR/NAND/NOR gates
Gr ovfl total: 0
Pre-CTS WS: 537 ps
H-Tree Depth: 1
Worst Setup Slack, final: 689 ps
Required time of the critical path: 1760 ps
DR vias: 391
Routed WL: 981 µm
Delay-heaviest family, CP: buffers and inverters
Area leader share: 0.425
P_int: 306 µW
Die height: 80 µm
CTS Buffer Depth: 2
First drt pass iteration count: 2
Setup TNS: 0 ps
Critical path startpoint category: flop
Hold Buf Count CTS: 0
Chip Width: 80 µm
Hold Vio Cnt, Final: 0
Gate power share: 0.101
TritonCTS sink count: 11
Reg power frac: 0.556
Core area: 3420 µm²
OpenROAD warning count: 27
Buffers plus inverters on the worst setup path: 1
Critical Path Fanout Max: 2
Status: complete, no violations
Initial antenna violation count: 0
Switching power: 77.9 µW
Worst Clk Skew: 2.28 ps
Post-synth top cells: 11 x dfxtp_1, 5 x nor3_1, 3 x ha_1, 3 x inv_1
Die area: 6400 µm²
AO/OA Area Share: 0.0749
Xor/xnor share: 0.0507
EDFF count, synth: 0
Hold Path Class: flop to flop
Via-per-instance ratio: 3.55
Sw Ratio: 0.203
power groups by stage:
stage     combinational, µW  clock (µW)  sequential (µW)
6_report               38.7         131              213
5_1_grt                43.2         148              214
4_1_cts                39.6         137              214
registers in the layout, indices dropped and copies added (netlist names):
| signal | count |
|---|---|
| Clk_Count | 8 |
| R_DataO | 1 |
| R_Latch | 1 |
| R_Shift | 1 |
area by class of cell:
type | instances | area (µm²)
fill | 387 | 2720
timing repair buffer | 11 | 110
multi-input combinational | 35 | 275
inverter | 3 | 11.3
sequential | 11 | 220
tap | 46 | 57.6
clock buffer | 4 | 26.3
path summary, 6_finish.rpt:
| path | from | to | slack (ps) | cells after the start |
|---|---|---|---|---|
| worst max-delay path | R_DataO$_SDFFE_PP0P_ | Data_Out | 690 | 1 |
| worst min-delay path | R_Latch$_SDFFE_PN1P_ | R_Latch$_SDFFE_PN1P_ | 480 | 2 |
| worst max register to register | Clk_Count[7]$_SDFF_PN0_ | R_DataO$_SDFFE_PP0P_ | 810 | 3 |
| worst min register to register | R_Latch$_SDFFE_PN1P_ | R_Latch$_SDFFE_PN1P_ | 480 | 2 |
layout by cell type (no fill, tap or decap), types with 2 or more instances in the layout:
master           count
o21ai_0              2
inv_1                3
nand3_1              2
nor2_1               2
clkbuf_4             3
mux4_2               2
xor2_1               2
clkdlybuf4s50_1     11
nor3_1               5
dfxtp_1             11
ha_1                 3
nor4_1               2
conb_1               3
cell families after synthesis:
group                      count (synthesis)
AOI/OAI and AO/OA                          6
xor gates and xnor gates                   3
adders and majority gates                  3
buffers and inverters                      5
DFF                                       11
muxes                                      3
other                                      1
and+or+nand+nor                           17
metal layers:
metal,GRT usage,up-vias,routed length (µm)
met3,0.0227,2,108
met2,0.0490,12,407
met5,0,-,0
met1,0.0396,177,458
li1,-,200,-
met4,0.00528,0,6
stage by stage:
| step | total power [µW] | instances | instance area (µm²) | util | hold WS [ps] |
|---|---|---|---|---|---|
| after detailed placement | 258 | 106 | 674 | 0.197 | 469 |
| final | 383 | 110 | 701 | 0.205 | 476 |
| after CTS | 390 | 110 | 701 | 0.205 | 479 |
| after global routing | 405 | 110 | 701 | 0.205 | 498 |
| after floorplan | 232 | 51 | 526 | - | 432 |
| after global placement | 257 | 106 | 674 | 0.197 | 459 |
Power and IR drop assume default switching activity.
