### flow/config.mk
export PLATFORM = sky130hd
export DESIGN_NAME = ds18b20_drive
export DESIGN_NICKNAME = ds18b20_drive
export VERILOG_FILES = /design/flow/design.v
export SDC_FILE = /design/flow/constraint.sdc
export NUM_CORES = 4
export LEC_CHECK = 1
export CORE_UTILIZATION = 40
### flow/constraint.sdc
current_design ds18b20_drive

set clk_period 1.6
set clk_io_pct 0.2

create_clock -name clk0 -period $clk_period [get_ports {clk}]

set non_clock_inputs [all_inputs -no_clocks]
set_input_delay [expr $clk_period * $clk_io_pct] -clock clk0 $non_clock_inputs
set_output_delay [expr $clk_period * $clk_io_pct] -clock clk0 [all_outputs]
### flow/design.v
module ds18b20_drive(
 input clk,
 input rst_n,
 inout one_wire,
 output [15:0] temperature );
reg [5:0] cnt;
always @ (posedge clk, negedge rst_n)
 if (!rst_n)
 cnt <= 0;
 else
 if (cnt == 49)
 cnt <= 0;
 else
 cnt <= cnt + 1'b1;
reg clk_1us;
always @ (posedge clk, negedge rst_n)
 if (!rst_n)
 clk_1us <= 0;
 else
 if (cnt <= 24)
 clk_1us <= 0;
 else
 clk_1us <= 1;
reg [19:0] cnt_1us;
reg cnt_1us_clear;
always @ (posedge clk_1us)
 if (cnt_1us_clear)
 cnt_1us <= 0;
 else
 cnt_1us <= cnt_1us + 1'b1; 
 parameter S00 = 5'h00;
parameter S0 = 5'h01;
parameter S1 = 5'h03;
parameter S2 = 5'h02;
parameter S3 = 5'h06;
parameter S4 = 5'h07;
parameter S5 = 5'h05;
parameter S6 = 5'h04;
parameter S7 = 5'h0C;
parameter WRITE0 = 5'h0D;
parameter WRITE1 = 5'h0F;
parameter WRITE00 = 5'h0E;
parameter WRITE01 = 5'h0A;
parameter READ0 = 5'h0B;
parameter READ1 = 5'h09;
parameter READ2 = 5'h08;
parameter READ3 = 5'h18;
reg [4:0] state;
reg one_wire_buf;
reg [15:0] temperature_buf;
reg [5:0] step;
reg [3:0] bit_valid;
always @(posedge clk_1us, negedge rst_n)
begin
 if (!rst_n)
 begin
 one_wire_buf <= 1'bZ;
 step <= 0;
 state <= S00;
 end
 else
 begin
 case (state)
 S00 : begin
 temperature_buf <= 16'h001F;
 state <= S0;
 end
 S0 : begin
 cnt_1us_clear <= 1;
 one_wire_buf <= 0;
 state <= S1;
 end
 S1 : begin
 cnt_1us_clear <= 0;
 if (cnt_1us == 500)
 begin
 cnt_1us_clear <= 1;
 one_wire_buf <= 1'bZ;
 state <= S2;
 end
 end
 S2 : begin
 cnt_1us_clear <= 0;
 if (cnt_1us == 100)
 begin
 cnt_1us_clear <= 1;
 state <= S3;
 end
 end
 S3 : if (~one_wire)
 state <= S4;
 else if (one_wire)
 state <= S0;
 S4 : begin
 cnt_1us_clear <= 0;
 if (cnt_1us == 400)
 begin
 cnt_1us_clear <= 1;
 state <= S5;
 end
 end
 S5 : begin
 if (step == 0)
 begin
 step <= step + 1'b1;
 state <= WRITE0;
 end
 else if (step == 1)
 begin
 step <= step + 1'b1;
 state <= WRITE0;
 end
 else if (step == 2)
 begin
 one_wire_buf <= 0;
 step <= step + 1'b1;
 state <= WRITE01;
 end
 else if (step == 3)
 begin
 one_wire_buf <= 0;
 step <= step + 1'b1;
 state <= WRITE01;
 end
 else if (step == 4)
 begin
 step <= step + 1'b1;
 state <= WRITE0;
 end
 else if (step == 5)
 begin
 step <= step + 1'b1;
 state <= WRITE0;
 end
 else if (step == 6)
 begin
 one_wire_buf <= 0;
 step <= step + 1'b1;
 state <= WRITE01;
 end
 else if (step == 7)
 begin
 one_wire_buf <= 0;
 step <= step + 1'b1;
 state <= WRITE01;
 end
 else if (step == 8)
 begin
 step <= step + 1'b1;
 state <= WRITE0;
 end
 else if (step == 9)
 begin
 step <= step + 1'b1;
 state <= WRITE0;
 end
 else if (step == 10)
 begin
 one_wire_buf <= 0;
 step <= step + 1'b1;
 state <= WRITE01;
 end
 else if (step == 11)
 begin
 step <= step + 1'b1;
 state <= WRITE0;
 end
 else if (step == 12)
 begin
 step <= step + 1'b1;
 state <= WRITE0;
 end
 else if (step == 13)
 begin
 step <= step + 1'b1;
 state <= WRITE0;
 end
 else if (step == 14)
 begin
 one_wire_buf <= 0;
 step <= step + 1'b1;
 state <= WRITE01;
 end
 else if (step == 15)
 begin
 step <= step + 1'b1;
 state <= WRITE0;
 end
 else if (step == 16)
 begin
 one_wire_buf <= 1'bZ;
 step <= step + 1'b1;
 state <= S6;
 end
 else if (step == 17)
 begin
 step <= step + 1'b1;
 state <= WRITE0;
 end
 else if (step == 18)
 begin
 step <= step + 1'b1;
 state <= WRITE0;
 end
 else if (step == 19)
 begin
 one_wire_buf <= 0;
 step <= step + 1'b1;
 state <= WRITE01;
 end
 else if (step == 20)
 begin
 step <= step + 1'b1;
 state <= WRITE01; 
 one_wire_buf <= 0;
 end
 else if (step == 21)
 begin
 step <= step + 1'b1;
 state <= WRITE0;
 end
 else if (step == 22)
 begin
 step <= step + 1'b1;
 state <= WRITE0;
 end
 else if (step == 23)
 begin
 one_wire_buf <= 0;
 step <= step + 1'b1;
 state <= WRITE01;
 end
 else if (step == 24)
 begin
 one_wire_buf <= 0;
 step <= step + 1'b1;
 state <= WRITE01;
 end
 else if (step == 25)
 begin
 step <= step + 1'b1;
 state <= WRITE0;
 end
 else if (step == 26)
 begin
 one_wire_buf <= 0;
 step <= step + 1'b1;
 state <= WRITE01;
 end
 else if (step == 27)
 begin
 one_wire_buf <= 0;
 step <= step + 1'b1;
 state <= WRITE01;
 end
 else if (step == 28)
 begin
 one_wire_buf <= 0;
 step <= step + 1'b1;
 state <= WRITE01;
 end
 else if (step == 29)
 begin
 one_wire_buf <= 0;
 step <= step + 1'b1;
 state <= WRITE01;
 end
 else if (step == 30)
 begin
 one_wire_buf <= 0;
 step <= step + 1'b1;
 state <= WRITE01;
 end
 else if (step == 31)
 begin
 step <= step + 1'b1;
 state <= WRITE0;
 end
 else if (step == 32)
 begin
 one_wire_buf <= 0;
 step <= step + 1'b1;
 state <= WRITE01;
 end
 else if (step == 33)
 begin
 step <= step + 1'b1;
 state <= S7;
 end
 end
 S6 : begin
 cnt_1us_clear <= 0;
 if (cnt_1us == 750000 | one_wire)
 begin
 cnt_1us_clear <= 1;
 state <= S0;
 end
 end
 S7 : begin
 if (step == 34)
 begin
 bit_valid <= 0;
 one_wire_buf <= 0;
 step <= step + 1'b1;
 state <= READ0;
 end
 else if (step == 35)
 begin
 bit_valid <= bit_valid + 1'b1;
 one_wire_buf <= 0;
 step <= step + 1'b1;
 state <= READ0;
 end
 else if (step == 36)
 begin
 bit_valid <= bit_valid + 1'b1;
 one_wire_buf <= 0;
 step <= step + 1'b1;
 state <= READ0;
 end
 else if (step == 37)
 begin
 bit_valid <= bit_valid + 1'b1;
 one_wire_buf <= 0;
 step <= step + 1'b1;
 state <= READ0;
 end
 else if (step == 38)
 begin
 bit_valid <= bit_valid + 1'b1;
 one_wire_buf <= 0;
 step <= step + 1'b1;
 state <= READ0;
 end
 else if (step == 39)
 begin
 bit_valid <= bit_valid + 1'b1;
 one_wire_buf <= 0;
 step <= step + 1'b1;
 state <= READ0;
 end
 else if (step == 40)
 begin
 bit_valid <= bit_valid + 1'b1;
 one_wire_buf <= 0;
 step <= step + 1'b1;
 state <= READ0;
 end
 else if (step == 41)
 begin
 bit_valid <= bit_valid + 1'b1;
 one_wire_buf <= 0;
 step <= step + 1'b1;
 state <= READ0;
 end
 else if (step == 42)
 begin
 bit_valid <= bit_valid + 1'b1;
 one_wire_buf <= 0;
 step <= step + 1'b1;
 state <= READ0;
 end
 else if (step == 43)
 begin
 bit_valid <= bit_valid + 1'b1;
 one_wire_buf <= 0;
 step <= step + 1'b1;
 state <= READ0;
 end
 else if (step == 44)
 begin
 bit_valid <= bit_valid + 1'b1;
 one_wire_buf <= 0;
 step <= step + 1'b1;
 state <= READ0;
 end
 else if (step == 45)
 begin
 bit_valid <= bit_valid + 1'b1;
 one_wire_buf <= 0;
 step <= step + 1'b1;
 state <= READ0;
 end
 else if (step == 46)
 begin
 bit_valid <= bit_valid + 1'b1;
 one_wire_buf <= 0;
 step <= step + 1'b1;
 state <= READ0;
 end
 else if (step == 47)
 begin
 bit_valid <= bit_valid + 1'b1;
 one_wire_buf <= 0;
 step <= step + 1'b1;
 state <= READ0;
 end
 else if (step == 48)
 begin
 bit_valid <= bit_valid + 1'b1;
 one_wire_buf <= 0;
 step <= step + 1'b1;
 state <= READ0;
 end
 else if (step == 49)
 begin
 bit_valid <= bit_valid + 1'b1;
 one_wire_buf <= 0;
 step <= step + 1'b1;
 state <= READ0;
 end
 else if (step == 50)
 begin
 step <= 0;
 state <= S0;
 end
 end
 WRITE0 :
 begin
 cnt_1us_clear <= 0;
 one_wire_buf <= 0;
 if (cnt_1us == 80)
 begin
 cnt_1us_clear <= 1;
 one_wire_buf <= 1'bZ;
 state <= WRITE00;
 end
 end
 WRITE00 :
 state <= S5;
 WRITE01 :
 state <= WRITE1;
 WRITE1 :
 begin
 cnt_1us_clear <= 0;
 one_wire_buf <= 1'bZ;
 if (cnt_1us == 80)
 begin
 cnt_1us_clear <= 1;
 state <= S5;
 end
 end
 READ0 : state <= READ1;
 READ1 :
 begin
 cnt_1us_clear <= 0;
 one_wire_buf <= 1'bZ;
 if (cnt_1us == 10)
 begin
 cnt_1us_clear <= 1;
 state <= READ2;
 end
 end
 READ2 :
 begin
 temperature_buf[bit_valid] <= one_wire;
 state <= READ3;
 end
 READ3 :
 begin
 cnt_1us_clear <= 0;
 if (cnt_1us == 55)
 begin
 cnt_1us_clear <= 1;
 state <= S7;
 end
 end
 default : state <= S00;
 endcase
 end
end
assign one_wire = one_wire_buf;
wire [15:0] t_buf = temperature_buf & 16'h07FF;
assign temperature[3:0] = (t_buf[3:0] * 10) >> 4;
assign temperature[7:4] = (((t_buf[7:4] * 10) >> 4) >= 4'd10) ? (((t_buf[7:4] * 10) >> 4) - 'd10) : ((t_buf[7:4] * 10) >> 4);
assign temperature[11:8] = (((t_buf[7:4] * 10) >> 4) >= 4'd10) ? (((t_buf[11:8] * 10) >> 4) + 'd1) + 'd2 : ((t_buf[11:8] * 10)
>> 4) + 'd2;
assign temperature[15:12] = temperature_buf[12] ? 1 : 0;
endmodule
### flow/run.sh
#!/bin/bash
# OpenROAD 26Q1-2900-gdf79404cd8, Yosys 0.63+post, stock flow scripts
make -C /OpenROAD-flow-scripts/flow DESIGN_CONFIG=/design/flow/config.mk WORK_HOME=/design/flow/orfs finish
==> run notes <==
Implementation results

Per the log, the first TritonRoute iteration ended with a DRC count of 87. The routed wire length is 7410 um. The area of the core is 0.00982 mm^2.

The growth of design area from synthesis to finish is 6.52%. The xor and xnor fraction of the mapped netlist area is 0.0581. The power share of the clock group is 0.542. The maximum number of pins on one net before global-route repair is 50. The share of flip-flops with an asynchronous set or reset is 0.448. The max-slew violation total from the final report is 0. The share of post-route cells with drive strength above 1 is 0.0513. The fraction of power consumed by combinational cells is 0.058.

The number of primary I/O pins is 19. The dominant kind of combinational cell is simple AND/OR/NAND/NOR gates. The post-synth design cell area is 0.00407 mm^2. The mean routed wirelength per cell is 12.8 um. The final weighted congestion of routability-driven global placement is 0.825. The number of routed nets with antenna violations is 0. The setup path with the least slack is of type flip-flop to flip-flop.

The all-layer global routing usage is 0.152. The worst pin sits at a relative slew slack of 0.519. The design draws 451 uW. The first global-routing pass estimated 12700 um of wire. The minimum period implied by the final worst setup slack is 1.27 ns. Clock latency on the worst-skew pair, taken at its later pin, is 0.23 ns. The synthesized area divided by synthesized cell count is 9.15 um^2. After detailed routing, the number of remaining DRC violations is 0. The setup TNS after final layout is 0 ns. The cell-mix breakdown from Yosys lists the simple-gate area share as 0.267. The number of global-route vias before repair is 2684. The flow reports an fmax of 790 MHz. Per the OpenROAD power report, leakage power amounts to 0.00166 uW. The share of synthesized cell area in and-or and or-and compound cells is 0.124. Of the synthesized area, sequential elements account for 0.408.

The total die size is 0.0106 mm^2. The post-placement setup slack is 0.381 ns. The report shows a maximum critical-path fanout of 3.

In the routed layout, each cell is associated on average with a via count of 5.13. The max-cap violation count is 0. The commonest cells after synthesis are 52 x nor2_1, 39 x nand2_1, 29 x dfrtp_1, 26 x inv_1, 24 x ha_1. Yosys reports a chip area of 0.00407 mm^2. The timing report gives the clock slew at the launch and capture registers of the worst setup and hold paths as 0.04 ns. The flow ran to the end, and the final reports show no timing, DRC or antenna violations. The die extent in y is 103 um. 89 endpoints have no timing constraint.

Per the detailed placement report, the placed cell area equals 0.00429 mm^2. The most used standard cell by instance count after synthesis is nor2_1. The number of buffers on the longest clock path is 2. The library cell with the largest summed area after synthesis is dfrtp_1. The final setup skew is 0.00276 ns. The total overflow left after global routing is 0. After synthesis the netlist holds a flip-flop and latch count of 67. The data arrival time of the worst path is 1.38 ns.

For reference, the top cells by area after synthesis are dfrtp_1 18%, edfxtp_1 13%, dfxtp_1 9.8%. The die is 103 um wide. With fillers left out, the area of the finished cells amounts to 0.00434 mm^2. The actual slew at the worst max-slew pin is 0.711 ns.

The number of synthesized flops with an enable pin is 17. The predominant post-synthesis flop cell is dfrtp_1. From the final report, the count of setup violators was given as 0. The cell count after synthesis came out at 445. The path category of the worst min-delay check is input port to async pin. The total of cells resized after clock tree synthesis is 0. The number of different library cells used by synthesis comes to 68. According to the floorplan log, the row count is 36.

The data required time at the worst endpoint is 1.71 ns. The clock tree from TritonCTS is built. The portion of synthesized cell area occupied by the leading cell type is 0.178. The internal power is 359 uW. The final clock period utilization by the worst path is 0.791. After synthesis, the share of cell area in mux cells is 0.00246. Setup repair after global routing left no endpoint under its margin. The initial core utilization is 0.415.

The timer found 60 register pins that no clock reaches; their paths are not timed. The nature of the critical path endpoint is a flip-flop. The length of the first detailed-routing pass in iterations is 4. The minimum setup slack in the final design is 0.334 ns. The cell count listed in synth_stat.txt is 445.

The quantity of hold-fixing buffers added after cts is 0. The half-perimeter wire length after placement is 5560 um. The number of buffers inserted during clock tree synthesis is 3. The placement report lists the number of port buffers as 14. The highest supply drop recorded on VDD is 0.481 mV. The number of synthesis warnings is 7. The maximum level of the CTS H-tree is 1. The number of warning messages in the logs is 37.

The worst setup path is launched from a flip-flop. The power per standard cell area is 104 mW/mm^2. Per the repair_timing log after CTS, setup buffers inserted total 0. The number of antenna violations at the first check in global routing is 0. The synthesized-area fraction occupied by adder cells is 0.0836.

The clock tree root buffer cell is clkbuf_8. Per the OpenROAD power report, switching power amounts to 92.2 uW. For reference, the final report shows the hold violation count at 0.

The final antenna diode tally reported by the flow is 0. The sequential share of power is 0.400. The total number of vias is 2981.

The script computed the net switching share of total power as 0.205.
==> cells by family after synthesis <==
family,Yosys count
AND/OR/NAND/NOR,196
AND-OR/OR-AND,78
flip-flops,67
buffers and inverters,49
XOR/XNOR,27
adder cells (fa/ha/maj),26
other,1
multiplexers,1
==> critical path: stages, from the launching register on <==
cell     delay (ns)
dfrtp_1        0.38
inv_1          0.09
ha_1           0.20
nor2b_1        0.15
o21ai_0        0.10
a22o_1         0.24
==> area by class of cell <==
cell class / instances / area (um^2)
sequential: 67 / 1660
fill: 994 / 5480
inverter: 27 / 101
timing repair buffer: 17 / 163
tap: 133 / 166
multi-input combinational: 333 / 2200
clock buffer: 4 / 45.0
==> sequential cells by signal, summed over array words and instances, names as in the netlist <==
name / cells
cnt: 6
bit_valid: 4
temperature_buf: 12
cnt_1us_clear: 1
step: 6
cnt_1us: 20
clk_1us: 1
state: 17
==> worst paths after layout <==
check / from / to / slack (ns) / cells past startpoint
max: cnt[1] / cnt[5] / 0.33 / 5
min: rst_n / clk_1us / 0.39 / 1
min reg2reg: cnt[0] / cnt[0] / 0.52 / 1
max in group asynchronous: rst_n / cnt[2] / 0.93 / 1
max reg2reg: cnt[1] / cnt[5] / 0.33 / 5
min in group clk0: cnt[0] / cnt[0] / 0.52 / 1
==> power by group through the flow <==
stage	clock network, uW	registers [uW]	logic, uW
CTS	252	180	28.3
global route	260	180	31.8
finish	245	180	26.1
==> cells in the final DEF, fill, tap and decap left out, types with 3 or more instances in the layout <==
master,synthesis,layout
a21o_1,7,7
a21oi_1,23,23
and2_1,8,8
and3_1,5,5
and4_1,3,3
buf_4,6,3
clkbuf_8,0,3
clkdlybuf4s50_1,0,14
conb_1,1,5
dfrtp_1,29,29
dfxtp_1,20,20
edfxtp_1,17,17
ha_1,24,24
inv_1,26,26
nand2_1,39,39
nand2b_1,4,4
nand3_1,19,19
nand3b_1,4,4
nand4_1,8,8
nand4b_1,3,3
nor2_1,52,52
nor2b_1,10,10
nor3_1,11,11
nor3b_1,4,4
nor4_1,4,4
o21a_1,4,4
o21ai_0,17,17
o31ai_1,4,4
xnor2_1,20,20
xor2_1,7,7
==> metal layers <==
metal  GRT usage  up-vias  part of all wire
li1            -     1537                 -
met1       0.250     1421              0.52
met2       0.247       21              0.47
met3     0.00138        2            0.0093
met4     0.00650        0            0.0023
met5           0        -                 0
==> per-stage QoR <==
stage,hold slack (ns),util,cells
after floorplan,0.0244,-,449
after global placement,0.496,0.437,577
after detailed placement,0.514,0.437,577
after CTS,0.392,0.442,581
after global routing,0.414,0.442,581
final,0.387,0.442,581
Power and IR drop assume default switching activity.
